<file path="flow/design.v">
module register
(
     clk_i
    ,rst_i
    ,en_w_reg_i
    ,w_reg_data_1_i
    ,w_reg_data_2_i
    ,w_reg_addr_1_i
    ,w_reg_addr_2_i
    ,r_reg_addr_1_i
    ,r_reg_addr_2_i
    ,r_reg_addr_3_i
    ,r_reg_addr_4_i
    ,r_reg_data_1_o
    ,r_reg_data_2_o
    ,r_reg_data_3_o
    ,r_reg_data_4_o
);
    input clk_i;
    input rst_i;
    input en_w_reg_i;
    input [7:0] w_reg_data_1_i;
    input [7:0] w_reg_data_2_i;
    input [4:0] w_reg_addr_1_i;
    input [4:0] w_reg_addr_2_i;
    input [4:0] r_reg_addr_1_i;
    input [4:0] r_reg_addr_2_i;
    input [4:0] r_reg_addr_3_i;
    input [4:0] r_reg_addr_4_i;
    output reg [7:0] r_reg_data_1_o;
    output reg [7:0] r_reg_data_2_o;
    output reg [7:0] r_reg_data_3_o;
    output reg [7:0] r_reg_data_4_o;
reg [7:0] REG[31:0];  
integer row;
initial begin
    r_reg_data_1_o = 0;
    r_reg_data_2_o = 0;
    r_reg_data_3_o = 0;
    r_reg_data_4_o = 0;
    for(row = 0; row <= 31; row = row + 1)
        REG[row] = 0;
end
always @(posedge clk_i) begin
    if (rst_i == 1'b1) begin
        r_reg_data_1_o <= 0;
        r_reg_data_2_o <= 0;
        r_reg_data_3_o <= 0;
        r_reg_data_4_o <= 0;
        for(row = 0; row <= 31; row = row + 1)
            REG[row] <= 0;
    end
    else if (en_w_reg_i == 1'b1) begin
        r_reg_data_1_o <= 0;
        r_reg_data_2_o <= 0;
        r_reg_data_3_o <= 0;
        r_reg_data_4_o <= 0;
        REG[w_reg_addr_1_i] <= w_reg_data_1_i;
        REG[w_reg_addr_2_i] <= w_reg_data_2_i;
    end
    else begin
        r_reg_data_1_o <= REG[r_reg_addr_1_i];
        r_reg_data_2_o <= REG[r_reg_addr_2_i];
        r_reg_data_3_o <= REG[r_reg_addr_3_i];
        r_reg_data_4_o <= REG[r_reg_addr_4_i];
    end
end
endmodule
</file>
<file path="flow/run.sh">
#!/bin/bash
# OpenROAD 26Q1-2900-gdf79404cd8, Yosys 0.63+post, stock flow scripts
make -C /OpenROAD-flow-scripts/flow DESIGN_CONFIG=/design/flow/config.mk WORK_HOME=/design/flow/orfs finish
</file>
<file path="flow/config.mk">
export PLATFORM = sky130hd
export DESIGN_NAME = register
export DESIGN_NICKNAME = register
export VERILOG_FILES = /design/flow/design.v
export SDC_FILE = /design/flow/constraint.sdc
export NUM_CORES = 4
export LEC_CHECK = 1
export CORE_UTILIZATION = 50
</file>
<file path="flow/constraint.sdc">
current_design register

set clk_period 3.3
set clk_io_pct 0.2

create_clock -name clk0 -period $clk_period [get_ports {clk_i}]

set non_clock_inputs [all_inputs -no_clocks]
set_input_delay [expr $clk_period * $clk_io_pct] -clock clk0 $non_clock_inputs
set_output_delay [expr $clk_period * $clk_io_pct] -clock clk0 [all_outputs]
</file>
==> flow_summary.json <==
{
  "run_status": "finished clean",
  "fmax_mhz": 403,
  "setup_ws_ns": 0.818,
  "route.detailed.drc": 0,
  "synth_top_flop_cell": "edfxtp_1",
  "cts_buffers": 34,
  "setup_total_negative_slack_ns": 0,
  "via_per_inst": 7.58,
  "postCtsSetupBuffers": 0,
  "yosysCellCount": 1391,
  "insertion_delay_ns": 0.56,
  "syn-instance-count": 1391,
  "top_cell_area_share": 0.376,
  "maxSlewHeadroom": 0.421,
  "top_cells_by_count": "a22o_1, edfxtp_1, mux4_2",
  "min-delay-start": "REG[27][1]$_DFFE_PP_",
  "cp.buffers_inverters": 2,
  "timing.rr.start": "REG[23][0]$_DFFE_PP_",
  "h-tree-depth": 2,
  "netlist_area_um2": 20400,
  "yosys_warnings": 1,
  "critPathMaxStageDelay_ns": 0.54,
  "tightest_slew_ns": 0.866,
  "setup_viol": 0,
  "final-hold-violation-count": 0,
  "fin_cells": 2037,
  "ant_nets": 0,
  "synthArstFlopShare": 0,
  "cts_resized": 0,
  "dpl.hpwl_um": 56100,
  "edf_count": 256,
  "grt-ovfl-total": 0,
  "core-area_um2": 40000,
  "slew_violations": 0,
  "root_buffer": "clkbuf_16",
  "yosys_area_um2": 20400,
  "num_io_pins": 81,
  "r2r-end": "r_reg_data_3_o[0]$_SDFF_PP0_",
  "critical-path-slowest-cell": "or3b_4",
  "ys_sh_mux": 0.320,
  "reg2reg_depth": 4,
  "gp_congestion": 1.05,
  "crit_type": "input pin to flip-flop",
  "syn_area_per_cell_um2": 14.7,
  "grt_pass1_wl_um": 113000,
  "die_h_um": 204,
  "grt_max_degree": 47,
  "vias": 15400,
  "row_count": 73,
  "place_inst": 1976,
  "fin_crit_sh": 0.752,
  "p_per_area_nw_per_um2": 443,
  "hold_depth": 3,
  "drive_above_1_share": 0.341,
  "cts_tree": "done",
  "portBuffers": 80,
  "fin_skew_ns": 0.0221,
  "cts.hold.buffers_added": 0,
  "yosys.area_share.simple": 0.0731,
  "arrival_ns": 2.69,
  "maxCapViolCount": 0,
  "start_kind": "input pin",
  "p_leak_nw": 8.21,
  "min_path_type": "flip-flop to flip-flop",
  "ys_sh_aoi": 0.160,
  "rsz0062_at_grt": "no",
  "drtIter0Drc": 1163,
  "critical_path_peak_fanout": 8,
  "ys_top_cells_by_area": "edfxtp_1, mux4_2, a22o_1, mux2i_1, dfxtp_1",
  "xor_share": 0,
  "grt.total_usage": 0.428,
  "min_period_ns": 2.48,
  "area_growth_pct": 14.9,
  "route.detailed.wl_per_inst_um": 39.1,
  "clock_path_buffers": 3,
  "crit_chain": "clkdlybuf4s50_1 > and2b_4 > or3b_4 > buf_4 > nor2_1 > or3_1",
  "die_area_um2": 41700,
  "synth_cell_types": 48,
  "first_pass_iters": 5,
  "grt_pass1_vias": 15700,
  "critPathTopFamily": "simple AND/OR/NAND/NOR gates",
  "top_area_cell": "edfxtp_1",
  "irDropWorstVdd_uv": 441,
  "top_logic_kind": "multiplexers",
  "die_w_um": 204,
  "min_to": "r_reg_data_2_o[1]$_SDFF_PP0_",
  "warnings": 25,
  "cts_sinks": 288,
  "antenna_found_initial": 2,
  "place_ws_ns": 0.272,
  "routed_wl_um": 79600,
  "yosys.area_share.adder": 0,
  "synth_seq_share": 0.408,
  "endpoint_kind": "flip-flop",
  "initial_core_util": 0.511,
  "ys_ff": 288,
  "crit_required_ns": 3.51,
  "r2r_slack_ns": 1.27,
  "path_clk_slew_ns": 0.06
}
-- flip-flops by register name, indices dropped and copies added, names as in the netlist --
register	cells
REG	256
r_reg_data_1_o	8
r_reg_data_2_o	8
r_reg_data_3_o	8
r_reg_data_4_o	8
-- layer usage --
metal  GRT usage  wire length, um
met2       0.584            35100
met3       0.311            14500
met1       0.570            26900
met5      0.0583              304
met4       0.112             2740
-- worst max-delay path by stage --
stage,startpoint,to,depth (start not counted)
CTS,rst_i,REG[12][4]$_DFFE_PP_,6
global route,rst_i,REG[12][0]$_DFFE_PP_,6
finish,rst_i,REG[12][4]$_DFFE_PP_,6
-- per-stage QoR --
stage               hold WS [ns]  total power, mW  utilization  cell area (um^2)
floorplan                  0.741             5.58            -             20400
global placement           0.858             6.44        0.558             22300
detailed placement         0.874             6.45        0.558             22300
CTS                        0.888             10.4        0.586             23500
global route               0.958             10.7        0.587             23500
finish                     0.901             10.4        0.587             23500
-- cells in the final DEF, fill, tap and decap left out, types with 23 or more instances in the layout --
| master | netlist | routed |
|---|---|---|
| a22o_1 | 256 | 256 |
| a22oi_1 | 32 | 32 |
| buf_4 | 26 | 122 |
| clkbuf_16 | 0 | 36 |
| clkdlybuf4s50_1 | 0 | 70 |
| dfxtp_1 | 32 | 32 |
| edfxtp_1 | 256 | 256 |
| mux2i_1 | 106 | 106 |
| mux4_2 | 240 | 240 |
| nand2_1 | 26 | 26 |
| nor2_1 | 35 | 35 |
| nor3_2 | 26 | 26 |
| or3_1 | 23 | 23 |
-- report_power, final --
part           leakage, nW  switching (mW)  internal (mW)
registers             2.70           0.259           4.20
logic                 4.95            1.09          0.894
clock network        0.558            1.56           2.41
total                 8.21            2.91           7.50
-- layout make-up --
cell class                 count  area (um^2)
sequential                   288         8330
fill                        3101        16500
inverter                       2         7.51
clock inverter                17          219
antenna                        1         2.50
timing repair buffer         216         2020
tap                          525          657
clock buffer                  43          937
multi-input combinational    945        11300
-- logic make-up (layout without fill, tap and decap cells) --
| group | after synthesis | in the layout |
|---|---|---|
| mux | 352 | 352 |
| other cells | 0 | 1 |
| compound gates | 391 | 391 |
| buf+inv | 158 | 278 |
| simple gates | 202 | 202 |
| flops | 288 | 288 |
-- worst register-to-register path, stage by stage (launching register included) --
cell and delay [ns]:
edfxtp_1 0.45, mux4_2 0.55, mux2i_1 0.48, o211ai_1 0.20
and3_1 0.25
Power is estimated from default activity; no workload was simulated.
